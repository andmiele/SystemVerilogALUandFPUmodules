**./run.sh**
```bash
#!/bin/bash
# OpenROAD 26Q1-2900-gdf79404cd8, Yosys 0.63+post, stock flow scripts
make -C /OpenROAD-flow-scripts/flow DESIGN_CONFIG=/design/flow/config.mk WORK_HOME=/design/flow/orfs finish
```
**./config.mk**
```make
export PLATFORM = sky130hd
export DESIGN_NAME = SRTDivider
export DESIGN_NICKNAME = SRTDivider
export VERILOG_FILES = /design/flow/design.v
export SDC_FILE = /design/flow/constraint.sdc
export NUM_CORES = 4
export LEC_CHECK = 1
export CORE_UTILIZATION = 30
```
**./constraint.sdc**
```tcl
current_design SRTDivider

set clk_period 31.1
set clk_io_pct 0.2

create_clock -name clk0 -period $clk_period [get_ports {clk}]

set non_clock_inputs [all_inputs -no_clocks]
set_input_delay [expr $clk_period * $clk_io_pct] -clock clk0 $non_clock_inputs
set_output_delay [expr $clk_period * $clk_io_pct] -clock clk0 [all_outputs]
```
**./design.v**
```verilog
module SRTDivider
#(
    parameter N = 32
)
(
    input logic rst,
    input logic clk,
    input logic start,
    input logic signedInput,
    input logic [N - 1 : 0] x,
    input logic [N - 1 : 0] y,
    output logic [N - 1 : 0] q,
    output logic [N - 1 : 0] r,
    output logic done,
    output logic divByZeroEx
);
typedef enum {RESET, START, RUN, DONE} State;
State state;
logic doneReg;
logic divByZeroExReg;
logic [N - 1 : 0] qnReg;
logic [N - 1 : 0] yReg;
logic [2 * N + 1 : 0] rxqReg;
logic [$clog2(N) : 0] counter;
logic [$clog2(N) - 1 : 0] shiftY;
logic [$clog2(N) - 1 : 0] shiftYReg;
logic [N - 1 : 0] xAbs;
logic [N - 1 : 0] yAbs;
logic [N + 1 : 0] cReg;
logic [N + 1: 0] ca;
logic [N + 1: 0] sa;
logic [N + 1: 0] cs;
logic [N + 1: 0] ss;
logic [3 : 0] r4;
logic [2 * N + 1 : 0] rxVar;
logic [N : 0] sum;
logic oppositeSigns;
assign q = signedInput & (x[N - 1] ^ y[N - 1]) ? -rxqReg[N - 1 : 0] : rxqReg[N - 1 : 0];
assign r = rxqReg[2 * N - 1 : N];
assign done = doneReg;
assign divByZeroEx = divByZeroExReg;
assign sum = rxqReg[2 * N : N] + {cReg[N : 0]};
assign r4 = rxqReg[2 * N + 1 : 2 * N - 2] + cReg[N + 1  : N - 2];
assign yAbs = (y[N - 1] & signedInput) ? -y : y;
assign xAbs = (x[N - 1] & signedInput) ? -x : x;
zeroMSBCounter #(N) zmsb(.x(yAbs), .out(shiftY));
csAddSubGen #(N + 2) csadd(.sub(!r4[3]), .cin({cReg[N : 0], 1'b0}), .x(rxqReg[2 * N : N - 1]), .y({2'b00, yReg}), 
.s(sa), .c(ca));
always_comb
begin: signedShift
    rxVar = xAbs <<< shiftY;
end
always_ff @(posedge clk)
begin: FSM
    integer i;
    if(rst)
    begin
        state <= RESET;
        doneReg <= 1'b0;
    end
    else 
    begin
        case (state)
            RESET:
            begin
                counter <= '0;
                rxqReg <= '0;
                yReg <= '0;
                qnReg <= '0;
                cReg <= '0;
                doneReg <= 1'b0;
                divByZeroExReg <= 1'b0;
                if(start)
                    state <= START;
                else 
                    state <= RESET;  
            end
            START:
            begin
                shiftYReg <= shiftY;
                yReg      <= yAbs << shiftY;
                rxqReg  <=   rxVar;
                if (y == {N{1'b0}})
                begin
                    doneReg <= 1'b1;
                    divByZeroExReg <= 1'b1;
                    state <= DONE;  
                end
                else
                    state <= RUN;
            end
            DONE:
            begin
                state <= DONE;
            end
            RUN:
            begin
                if (counter == N)
                begin
                    if(sum[N])
                    begin
                        rxqReg[2 * N - 1 : N] <= N'((sum + yReg) >> shiftYReg); 
                    end
                    else
                    begin
                        rxqReg[2 * N - 1 : N] <= N'(sum >> shiftYReg); 
                    end  
                    rxqReg[N - 1 : 0] <= rxqReg[N - 1 : 0] - sum[N];   
		    doneReg <= 1'b1;
                    counter <= 0;    
                    state <= DONE;
                end
                else
                begin
                    if(!r4[3])  
                    begin
                        rxqReg <= {sa, rxqReg[N - 2 : 0], 1'b1};
                        cReg <= ca;                         
                        qnReg <= {rxqReg[N - 2 : 0], 1'b0};   
                    end
                    else
                    if(r4 != 4'b1111)  
                    begin
                        rxqReg <= {sa, qnReg[N - 2 : 0], 1'b1};
                        cReg <= ca;                      
                        qnReg <= {qnReg[N - 2 : 0], 1'b0};  
                    end    
                    else
                    begin
                        rxqReg <= {rxqReg[2 * N : 0], 1'b0};  
                        cReg <= {cReg[N : 0], 1'b0};                     
                        qnReg <= {qnReg[N - 2 : 0], 1'b1}; 
                    end   
                    state <= RUN;
                    counter <= counter + 1'b1;                
                end
            end
        endcase
    end
end  
endmodule
module combArbiter
#(parameter N = 32)
(  
    input logic [N - 1 : 0] x,
    output logic [N - 1 : 0] out
);
logic [N - 1 : 0] notFoundYet;
genvar i;
assign notFoundYet[0] = 1'b1;
generate
for(i = 1; i < N; i++)
begin: arbiterFor
    assign notFoundYet[i] = (~x[i - 1]) & notFoundYet[i - 1];
end
endgenerate
assign out = x & notFoundYet;
endmodule
module csAddSubGen
#(parameter N = 32)
(
input logic sub,
input logic [N - 1 : 0] x,
input logic [N - 1 : 0] y,
input logic [N - 1 : 0] cin,
output logic [N - 1: 0] s,
output logic [N - 1 : 0] c
);
logic [N - 1 : 0] ys;
assign ys = y ^ {N{sub}};
assign c[0] = 1'b0;
assign s[0] = x[0] ^ ys[0] ^ sub;
assign c[1] = x[0] & ys[0] | x[0] & sub | ys[0] & sub;
assign s[N - 1 : 1] = x[N - 1 : 1] ^ ys[N - 1 : 1] ^ cin[N - 1 : 1];
assign c[N - 1 : 2] = x[N - 2 : 1] & ys[N - 2 : 1] | x[N - 2 : 1] & cin[N - 2 : 1] |
 ys[N - 2 : 1] & cin[N - 2 : 1];
endmodule
module encoder
#(parameter N = 32)
(
    input logic [N - 1 : 0] x,
    output logic [$clog2(N) - 1 : 0] out
);
always_comb
begin
    out = {$clog2(N){1'b0}};
    for (int unsigned i = 0; i < N; i++)
    begin
        if (x[i])
            out |= $clog2(N)'(i);  
    end
end
endmodule
module zeroMSBCounter
#(parameter N = 32)
(  
    input logic [N - 1 : 0] x,
    output logic [$clog2(N) - 1 : 0] out
);
logic [N - 1 : 0] xi;
logic [N - 1 : 0] caOut;
genvar i;
generate
for(i = 0; i < N; i++)
begin: invertbits
   assign xi[i] = x[N - 1 - i];
end
endgenerate
combArbiter #(N) ca(.x(xi), .out(caOut));
encoder #(N) enc(.x(caOut), .out(out));
endmodule
```
==> Slide: Implementation Results <==
Run Summary

Outcome
  – Status: completed

Die
  – Chip width: 276 um
  – DIE HEIGHT: 276 um
  – Die Size: 76200 um^2
  – Fp_density: 0.303
  – # IOs: 134
  – # rows: ~100
  – CORE AREA: roughly 74000 um^2

STA
  – Cycle use final: 0.497
  – Tmin final: 15.45 ns
  – Final Max-Slew Violation Tally: 0
  – Setup TNS Final: 0 ns
  – Rel. slew slack: 0.369
  – Setup Skew: 0.0209 ns
  – Max Clock Freq: 64.7 MHz
  – Final Hold Fails: 0
  – Worst-margin pin slew: 0.931 ns
  – Setup Viol. Count Final: 0
  – RSZ-0062 raised after global routing: false

GRT
  – Pin count of the biggest net entering global routing: 66
  – Global-route wire length before repair: 128 mm
  – Initial antenna violation count: 1
  – GRT Max-Usage Layer: met2
  – Routing usage on met1: 0.320
  – Grt ovf: 0
  – Met2 usage: 0.333
  – Vias in the first global route: 20269
  – GR Util met3: 0.0728
  – GRT Total Usage: 0.222

Synthesis
  – Synth Area per Inst: 8.29 um^2
  – Count of library flops with an enable pin: 174
  – Flops out of synthesis: 178
  – Top cells, area: edfxtp_1, mux2i_1, nand2_1
  – Fraction of registers with async set or reset after synthesis: 0
  – Area leader share: 0.232
  – Mapped cell area: between 20000 and 25000 um^2
  – Dominant flop cell: edfxtp_1
  – Yosys cell count: approximately 2700
  – Synthesis area per yosys: 22500 um^2
  – Synth unique cells: approximately 90
  – Most frequent cell after synthesis: nand2_1
  – Commonest cells post-synth: nand2_1, mux2i_1, a21oi_1
  – Ys Warns: 2
  – Top cell type by total area after synthesis: edfxtp_1
  – Post-Syn Instances: 2719
  – Synth Seq Share: 0.235

Pwr
  – P_leak: 9.12 nW
  – PD cells: 50.5 nW/um^2
  – Max rail drop VDD: 0.0000467 V

Setup path
  – Family with the most delay on the worst path: buffers and inverters
  – FF-to-FF path depth: 21
  – Crit path largest cell delay: about 0.79 ns
  – RR Endpoint: rxqReg[52]
  – Crit end category: output pin
  – R2R Setup Slk: 23.97 ns
  – CP Max Fanout: 16
  – CP required: approximately 25 ns
  – Setup crit start kind: input pin
  – Buf/Inv on CP: 2
  – CP Class: input pin to output pin
  – Crit path top cell by count: clkdlybuf4s50_1
  – Reg-to-reg startpoint: rxqReg[33]
  – CP max-delay cell: clkdlybuf4s50_1
  – CP cell instances: clkdlybuf4s50_1 -> xor2_1 -> nand2_1 -> a41oi_1 -> nor2_1 -> xnor2_1 -> clkdlybuf4s50_1
  – Worst Path Arrival: between 9 and 10 ns

Clocking
  – Clk latency of the worst-skew pair: 0.51 ns
  – Clk buf depth: 2
  – Clk slew on worst S/H paths: 0.08 ns
  – Post-CTS Hold Fix Bufs: 0
  – TritonCTS clock tree: built
  – Clock sink count: 178
  – PostCTS Resize Cnt: 0
  – Root Driver: clkbuf_16
  – Htree depth: 4
  – Setup Buffers After CTS: 0
  – CTS Buf Count: 17

Routing
  – Via density: 5.85
  – Vias: 21470
  – Final WL: ~84 mm
  – Initial DRC Count: ~2000
  – Drt first pass iters: 6
  – Routed wire per std cell: 22.8 um
  – Drc violations: 0
  – Ant diodes: 0
  – Post-route ant nets: 0

Placement
  – DP Area: ~24000 um^2
  – Placed cell count: 3637
  – Port buffer count: 133
  – Post-DP HPWL: 66.0 mm
  – Final GP Congestion: 1.01

Cells and area
  – Cell area after layout: approximately 25000 um^2
  – Fraction of layout cells with a size suffix above 1: 0.0637
  – Non-Filler Instances: 3669
  – Layout Area Growth over Synthesis: 11.5%

Min path
  – Endpoint, Worst Hold: doneReg
  – Hold Crit Start: doneReg
  – Min-delay worst type: register to register
  – Worst Hold Depth: 2

Job
  – Max-cap viol count: 0
  – Log Warnings: 26
[metal layers]
layer / vias up / routed length, um
li1: 10158 / -
met1: 10292 / 36300
met2: 898 / 37000
met3: 120 / 8190
met4: 2 / 2010
met5: - / 14
[final cells by class]
| type | count | area [um^2] |
|---|---|---|
| clock buffer | 17 | 425 |
| clock inverter | 15 | 219 |
| fill | 7676 | 49300 |
| inverter | 54 | 208 |
| multi-input combinational | 2255 | 16100 |
| sequential | 178 | 5310 |
| tap | 969 | 1210 |
| timing repair buffer | 181 | 1690 |
[worst max-delay path by stage]
stage | startpoint | slack, ns | to | cells after the start
6_report | y[31] | 15.65 | q[30] | 7
5_1_grt | y[31] | 15.39 | q[26] | 7
4_1_cts | y[31] | 15.59 | q[26] | 7
[through the flow]
step	total power [mW]	worst slack (ns)	hold slack (ns)	utilization
global placement	1.02	15.63	0.501	0.329
detailed placement	1.01	15.59	0.502	0.329
global route	1.34	15.39	0.553	0.337
CTS	1.26	15.59	0.525	0.337
floorplan	0.800	17.39	0.422	-
finish	1.27	15.65	0.528	0.337
[cells by family (layout without fill, tap and decap cells)]
kind of cell             after synthesis  count (layout)  share of synthesized area
AND-OR/OR-AND                        806             806                      0.243
XOR/XNOR                             196             196                     0.0762
adder cells (fa/ha/maj)              106             106                     0.0702
buffers and inverters                286             267                     0.0548
flip-flops                           178             178                      0.235
multiplexers                         262             262                      0.136
AND/OR/NAND/NOR                      885             885                      0.185
[worst min-delay path: cells and delay by family, from the launching register on]
kind,cells,cell delay (ns)
AND-OR/OR-AND,1,0.06
flip-flops,1,0.35
AND/OR/NAND/NOR,1,0.07
[state kept, by name, indices dropped and copies added (netlist names)]
signal,cells
qnReg,31
rxqReg,66
shiftYReg,5
yReg,32
divByZeroExReg,1
counter,6
cReg,33
doneReg,1
state,3
[layout by cell type (no fill, tap or decap), drive strengths merged, types with 62 or more instances in the layout]
master	n
nand2	368
mux2i	210
a21oi	191
nor2	176
edfxtp	174
o21ai	134
clkdlybuf4s50	133
xnor2	132
ha	72
a21boi	68
xor2	64
nand3	62
nor3	62
[where the power goes]
part           total (mW)  internal (mW)  switching, mW
registers           0.322          0.288         0.0339
clock network       0.243          0.124          0.119
logic               0.704          0.284          0.420
No activity file was given, so power comes from the tool's default toggle rates.
