==> design/flow/design.v <==
module intSqrt
#(
	parameter N = 32
)
(
	input logic rst,
	input logic clk,
	input logic start,
	input logic [N - 1 : 0] in,
	output logic [N - 1 : 0] out,
	output logic done
);
logic [N - 1 : 0] rem;
logic [N - 1 : 0] prod;
logic [N - 1 : 0] sqrt;
logic [N - 1 : 0] currentBit;
logic [$size(N) : 0] count;
typedef enum {RESET, START, RUN, DONE} State;
State state;
logic doneReg;
assign done = doneReg;
assign out = sqrt;
assign prod = sqrt + currentBit;
always_ff @(posedge clk)
begin: FSM
	if(rst)
	begin
		doneReg <= 1'b0;
		state <= RESET;
	end
	else
	begin
		case (state)
			RESET:
			begin
				sqrt <= 'b0;
				rem <= 'b0;
				doneReg <= 1'b0;
				count <= 0;
				currentBit <= 'b0;        
				if(start)
					state <= START;
				else 
					state <= RESET;  
			end
			START:
			begin
				currentBit <= {(N & 1), !(N & 1), {(N - 2) {1'b0}}};
				rem <= in;
				state <= RUN;
			end
			RUN:
			begin
				if(count == $size(N) / 2 + N % 2 + 1)
				begin
					state <= DONE;
					doneReg <= 1'b1;
				end
				else
				begin
					if(rem >= prod)
					begin
						rem <= rem - prod;
						sqrt <= sqrt[N - 1 : 1] + currentBit;
					end
					else
					begin
						sqrt <= {1'b0, sqrt[N - 1 : 1]};
					end
					currentBit[N - 1 : 0] <= {2'b00, currentBit[N - 1 : 2]};
					count <= count + 1;
				end
			end
			DONE:
			begin
				state <= DONE;
			end
		endcase
	end
end
endmodule
==> design/flow/run.sh <==
#!/bin/bash
# OpenROAD 26Q1-2900-gdf79404cd8, Yosys 0.63+post, stock flow scripts
make -C /OpenROAD-flow-scripts/flow DESIGN_CONFIG=/design/flow/config.mk WORK_HOME=/design/flow/orfs finish
==> design/flow/config.mk <==
export PLATFORM = sky130hd
export DESIGN_NAME = intSqrt
export DESIGN_NICKNAME = intSqrt
export VERILOG_FILES = /design/flow/design.v
export SDC_FILE = /design/flow/constraint.sdc
export NUM_CORES = 4
export LEC_CHECK = 1
export CORE_UTILIZATION = 30
==> design/flow/constraint.sdc <==
current_design intSqrt

set clk_period 26.5
set clk_io_pct 0.2

create_clock -name clk0 -period $clk_period [get_ports {clk}]

set non_clock_inputs [all_inputs -no_clocks]
set_input_delay [expr $clk_period * $clk_io_pct] -clock clk0 $non_clock_inputs
set_output_delay [expr $clk_period * $clk_io_pct] -clock clk0 [all_outputs]
==> impl_metrics.tcl <==
# metrics dict for downstream scripts
set metrics [dict create \
    die-width_um 174 \
    setup_ws_ns 19.53 \
    p_per_area_nw_per_um2 61.3 \
    synth_stat.cells 921 \
    hold_violations 0 \
    drtIter0Drc 390 \
    vias 7047 \
    peakVddDrop_uv 46.2 \
    top_area_cell "edfxtp_1" \
    cts-root-buf "clkbuf_16" \
    finalClockSkew_ns 0.0109 \
    placed_area_um2 10000 \
    mostFrequentLayoutCell "edfxtp_1" \
    hold_class "flip-flop to flip-flop" \
    postCtsSetupBuffers 0 \
    fin_setup_tns_ns 0 \
    path_clk_slew_ns 0.06 \
    worstMarginPinSlew_ns 0.712 \
    antenna_found_initial 0 \
    r2r_cells 17 \
    cts_resized 0 \
    hpwl_um 15700 \
    fp_util 0.308 \
    ys.flops 117 \
    area_leaders "edfxtp_1, ha_1, xor2_1, nor2_1, xnor2_1" \
    warning_count 26 \
    clock_sinks 117 \
    netlist_area_um2 8920 \
    fp-row-count 62 \
    cap_violations 0 \
    synth_cell_types 73 \
    postCtsHoldBufs 0 \
    ioPinCount 68 \
    portBuffers 67 \
    grt_pass1_vias 6807 \
    cts-htree-levels 4 \
    fmax_mhz 144 \
    fin_crit_ns 6.97 \
    finalCritPeriodShare 0.263 \
    status "complete, no violations" \
    drive_above_1_share 0.0839 \
    worst-setup-path-type "primary input to flip-flop" \
    vias_per_cell 5.09 \
    arrival_ns 7.03 \
    wire_per_inst_um 15.9 \
    ys_seq_frac 0.389 \
    ys.flop_type "edfxtp_1" \
    cp-start-kind "primary input" \
    detail-route-antenna-nets 0 \
    syn_inst 921 \
    pre_cts_ws_ns 19.10 \
    diodes 0 \
    drc 0 \
    chipHeight_um 174 \
    firstDrtPassIters 4 \
    grt_overflow 0 \
    relSlewSlack 0.521 \
    yosys_area_um2 8920 \
    layout_top_cells "edfxtp_1, nor2_1, nand2_1" \
    gp_congestion 0.880 \
    grt_max_degree 52 \
    postLayoutCellArea_um2 10600 \
    setup_violations 0 \
    cp_max_fo 36 \
    dp_cells 1353 \
    synth-async-reset-ratio 0 \
    cts_buffer_depth 2 \
    grtUsageTotal 0.152 \
    p_leak_uw 0.00385 \
    final_core_util 0.365 \
    cp-end-kind "flip-flop" \
    clkLatencyLatePin_ns 0.42 \
    syn2layout_area_growth_pct 18.7 \
    grt_pass1_wl_um 36000 \
    rsz0062_at_grt "no" \
    drt-total-wl_um 22000 \
    chipArea_um2 30400 \
    core_um2 29000 \
    cts_buffers 17 \
    cts_tree "done" \
    cp.required_ns 26.56 \
    min_path_cells 2 \
    ys_warn_count 1 \
    syn_avg_cell_area_um2 9.69 \
    final_cells 1385 \
    edf_count 113 \
    drv_slew 0 \
    top_area_frac 0.380 \
]
-- cell families (layout without fill, tap and decap cells) --
logic type / Yosys count / in the layout / synth area share
compound gates: 258 / 258 / 0.208
flops: 117 / 117 / 0.389
buf+inv: 51 / 131 / 0.0244
xor+xnor: 108 / 108 / 0.106
simple gates: 318 / 318 / 0.175
fa+ha+maj: 69 / 69 / 0.0976
-- report_power, final --
group / internal [µW] / switching [µW] / total [µW]
Sequential: 222 / 15.5 / 237
Clock: 129 / 90.0 / 219
Combinational: 82.1 / 110 / 192
-- synth_stat cells, types with 20 or more instances --
cell type	count
inv_1	22
a21oi_1	43
xnor2_1	41
nor2_1	99
nand3_1	20
a21o_1	28
and2_1	22
o21ai_0	61
xor2_1	67
ha_1	68
nand2_1	80
edfxtp_1	113
-- metrics by stage --
stage	hold slack [ns]	power (µW)
final	0.467	649
after global routing	0.498	688
after CTS	0.467	655
after detailed placement	0.448	432
after global placement	0.452	431
after floorplan	0.429	383
-- critical path, stage by stage --
cell,delay [ns]
clkdlybuf4s50_1,0.48
nand2b_1,0.23
a21oi_4,0.12
buf_4,0.37
buf_4,0.51
-- final cells by class --
class                   instances  area, µm²
fillers                      2860      18400
inverters                      22       82.6
multi-input cells             753       5260
clock buffers                  18        429
clock inverters                14        129
well taps                     384        480
flip-flops and latches        117       3470
repair buffers                 77        746
-- metal layers --
layer	track usage	vias up	routed length (µm)	part of all wire
met5	0	-	0	0
met3	0.0428	12	1220	0.056
met2	0.237	116	9910	0.45
met4	0.0121	0	165	0.0075
li1	-	3613	-	-
met1	0.226	3306	10700	0.49
-- path summary, 6_finish.rpt --
check,startpoint,endpoint,slack (ns)
hold reg to reg,state[0]$_DFF_P_,state[2]$_DFF_P_,0.47
setup / recovery,rst,count[2]$_SDFFCE_PN0P_,19.53
hold / removal,state[0]$_DFF_P_,state[2]$_DFF_P_,0.47
setup reg to reg,sqrt[2]$_SDFFCE_PN0P_,rem[22]$_DFFE_PP_,20.87
-- sequential cells by signal, indices dropped and copies added, names as in the netlist --
| register | count |
|---|---|
| state | 3 |
| doneReg | 1 |
| count | 33 |
| sqrt | 32 |
| rem | 32 |
| currentBit | 16 |
No activity file was given, so power comes from the tool's default toggle rates.
