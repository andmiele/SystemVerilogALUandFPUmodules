## flow/run.sh

```bash
#!/bin/bash
# OpenROAD 26Q1-2900-gdf79404cd8, Yosys 0.63+post, stock flow scripts
make -C /OpenROAD-flow-scripts/flow DESIGN_CONFIG=/design/flow/config.mk WORK_HOME=/design/flow/orfs finish
```

## flow/config.mk

```make
export PLATFORM = sky130hd
export DESIGN_NAME = fpAdderSubtractor
export DESIGN_NICKNAME = fpAdderSubtractor
export VERILOG_FILES = /design/flow/design.v
export SDC_FILE = /design/flow/constraint.sdc
export NUM_CORES = 4
export LEC_CHECK = 1
export CORE_UTILIZATION = 30
```

## flow/constraint.sdc

```tcl
current_design fpAdderSubtractor

set clk_period 45.7
set clk_io_pct 0.2

create_clock -name clk0 -period $clk_period

set non_clock_inputs [all_inputs -no_clocks]
set_input_delay [expr $clk_period * $clk_io_pct] -clock clk0 $non_clock_inputs
set_output_delay [expr $clk_period * $clk_io_pct] -clock clk0 [all_outputs]
```

## flow/design.v

```verilog
module combArbiter
#(parameter N = 32)
(  
    input logic [N - 1 : 0] x,
    output logic [N - 1 : 0] out
);
logic [N - 1 : 0] notFoundYet;
genvar i;
assign notFoundYet[0] = 1'b1;
generate
for(i = 1; i < N; i++)
begin: arbiterFor
    assign notFoundYet[i] = (~x[i - 1]) & notFoundYet[i - 1];
end
endgenerate
assign out = x & notFoundYet;
endmodule
module encoder
#(parameter N = 32)
(
    input logic [N - 1 : 0] x,
    output logic [$clog2(N) - 1 : 0] out
);
always_comb
begin
    out = {$clog2(N){1'b0}};
    for (int unsigned i = 0; i < N; i++)
    begin
        if (x[i])
            out |= $clog2(N)'(i);  
    end
end
endmodule
module zeroMSBCounter
#(parameter N = 32)
(  
    input logic [N - 1 : 0] x,
    output logic [$clog2(N) - 1 : 0] out
);
logic [N - 1 : 0] xi;
logic [N - 1 : 0] caOut;
genvar i;
generate
for(i = 0; i < N; i++)
begin: invertbits
   assign xi[i] = x[N - 1 - i];
end
endgenerate
combArbiter #(N) ca(.x(xi), .out(caOut));
encoder #(N) enc(.x(caOut), .out(out));
endmodule
module fpAdderSubtractor
#(parameter BITS = 32, parameter MANTISSA_BITS = 23, parameter EXPONENT_BITS = 8)  
(
 input logic sub,
 input logic [BITS - 1 : 0] x,
 input logic [BITS - 1 : 0] y,
 output logic [BITS - 1 : 0] out
 );
localparam exponentBias = (1 << (EXPONENT_BITS - 1)) - 1;
localparam maxExponent = (1 << (EXPONENT_BITS - 1)) - 1;
localparam minExponent = 1 - maxExponent;
localparam minBiasedExponent = minExponent + exponentBias;
localparam maxBiasedExponent = maxExponent + exponentBias;
localparam infExponent = maxExponent + 1;
localparam infBiasedExponent = maxExponent + 1 + exponentBias;
localparam zeroOrDenormBiasedExponent = minExponent - 1 + exponentBias;
localparam nanMantissa = 1 << (MANTISSA_BITS - 1);  
logic [MANTISSA_BITS - 1 : 0] xM;
logic [MANTISSA_BITS + 1 - 1 : 0] xMantissa;  
logic [MANTISSA_BITS + 4 - 1 : 0] xAlignedMantissa;  
logic [MANTISSA_BITS - 1 : 0] yM;
logic [MANTISSA_BITS + 1 - 1 : 0] yMantissa;  
logic [MANTISSA_BITS + 4 - 1 : 0] yAlignedMantissa;  
logic [MANTISSA_BITS + 1 - 1 : 0] normalizedMantissa;  
logic [MANTISSA_BITS + 1 - 1 : 0] zMantissa;  
logic [MANTISSA_BITS + 5 - 1 : 0] sum;        
logic [MANTISSA_BITS + 5 - 1 : 0] xPlusY;     
logic [MANTISSA_BITS + 5 - 1 : 0] xMinusY;    
logic [MANTISSA_BITS + 5 - 1 : 0] yMinusX;    
logic [EXPONENT_BITS - 1 : 0] xE; 
logic [EXPONENT_BITS - 1 : 0] xExponent; 
logic [EXPONENT_BITS - 1 : 0] xAlignedExponent; 
logic [EXPONENT_BITS - 1 : 0] yE; 
logic [EXPONENT_BITS - 1 : 0] yExponent; 
logic [EXPONENT_BITS - 1 : 0] yAlignedExponent; 
logic [EXPONENT_BITS - 1 : 0] tentativeExponent; 
logic [EXPONENT_BITS - 1 : 0] zExponent; 
logic [$clog2(MANTISSA_BITS + 4) - 1 : 0] normalizeShiftAmountSum;
logic [$clog2(MANTISSA_BITS + 4) - 1 : 0] shiftAmount;
logic xS;
logic xSign;
logic yS;
logic ySign;
logic xHiddenBit;
logic yHiddenBit;
logic zSign;
logic sumSign;
logic overflow;
logic guardBit;
logic roundBit;
logic stickyBit;
logic roundFlag;
assign xM = x[MANTISSA_BITS - 1 : 0];
assign yM = y[MANTISSA_BITS - 1 : 0];
assign xE = x[BITS - 2 : BITS - 1 - EXPONENT_BITS];
assign yE = y[BITS - 2 : BITS - 1 - EXPONENT_BITS];
assign xS = x[BITS - 1];
assign yS = y[BITS - 1] ^ sub;  
assign out[BITS - 1] = zSign;
assign out[BITS - 2 : BITS - 1 - EXPONENT_BITS] = zExponent;
assign out[BITS - 1 - EXPONENT_BITS - 1 : 0] = zMantissa[MANTISSA_BITS + 1 - 2 : 0];
assign xPlusY = xAlignedMantissa + yAlignedMantissa;
assign xMinusY = xAlignedMantissa - yAlignedMantissa;
assign yMinusX = yAlignedMantissa - xAlignedMantissa;
always_comb
begin: denormOrRegular
	xMantissa[MANTISSA_BITS - 1 : 0] = {xM};
	yMantissa[MANTISSA_BITS - 1 : 0] = {yM};
	xSign = xS;
	ySign = yS;
	if (xE == zeroOrDenormBiasedExponent)  
	begin: xDenorm
		xExponent = minBiasedExponent;
		xMantissa[MANTISSA_BITS] = 1'b0;					
	end
	else  
	begin: xRegular
		xExponent = xE;
		xMantissa[MANTISSA_BITS] = 1'b1;					
	end
	if (yE == zeroOrDenormBiasedExponent)  
	begin: yDenorm
		yExponent = minBiasedExponent;
		yMantissa[MANTISSA_BITS] = 1'b0;					
	end
	else  
	begin: yRegular
		yExponent = yE;
		yMantissa[MANTISSA_BITS] = 1'b1;					
	end
end
always_comb
begin: align
	if(xExponent > yExponent)
	begin: xExpGreater
		if((xExponent - yExponent) >= (MANTISSA_BITS + 4))
		begin: shiftAllOutYMantissa
			yAlignedMantissa[MANTISSA_BITS + 4 - 1 : 1] = 0;
			yAlignedMantissa[0] = (yMantissa != 0);
		end
		else
		begin: shiftYMantissa
			yAlignedMantissa[0] = (xExponent - yExponent) > 2 ?  (yMantissa  & ((1 << (xExponent - yExponent - 2)) - 1)) != 0 : 1'b0; 
			yAlignedMantissa[MANTISSA_BITS + 4 - 1 : 1] = {yMantissa, 2'b00} >> (xExponent - yExponent); 
		end
		yAlignedExponent = xExponent;
        	xAlignedMantissa = {xMantissa, 3'b0};
        	xAlignedExponent = xExponent;
	end        	
	else if(yExponent > xExponent)
	begin: yExpGreater
		if(yExponent - xExponent > (MANTISSA_BITS + 4))
		begin: shiftAllOutXMantissa
			xAlignedMantissa[MANTISSA_BITS + 4 - 1 : 1] = 0;
			xAlignedMantissa[0] = (xMantissa != 0);
		end
		else
		begin: shiftXMantissa
			xAlignedMantissa[0] = (yExponent - xExponent) > 2 ? (xMantissa & ((1 << (yExponent - xExponent - 2)) - 1)) != 0 : 1'b0; 
			xAlignedMantissa[MANTISSA_BITS + 4 - 1 : 1] = {xMantissa, 2'b00} >> (yExponent - xExponent); 
		end
		xAlignedExponent = yExponent;
        	yAlignedMantissa = {yMantissa, 3'b0};
		yAlignedExponent = yExponent;
	end
	else
	begin: sameExp
		xAlignedMantissa = {xMantissa, 3'b0};
		xAlignedExponent = xExponent;
		yAlignedMantissa = {yMantissa, 3'b0};
		yAlignedExponent = yExponent;
	end
end  	
always_comb
begin: sumAndSign
	if(xSign == ySign)
	begin: sameSign
		sum = xPlusY;
		sumSign =  xSign;
	end
	else
	begin: differentSign
		if(xAlignedMantissa >= yAlignedMantissa)
		begin: xMantissaLarger
			sum = xMinusY;
			sumSign = xSign;
		end
		else
		begin: yMantissaLarger
			sum = yMinusX;
			sumSign = ySign;
		end
	end
end
assign overflow = (xSign == ySign) & sum[MANTISSA_BITS + 5 - 1];
zeroMSBCounter #(.N(MANTISSA_BITS + 4)) msbZerosSum(sum[MANTISSA_BITS + 4 - 1 : 0], normalizeShiftAmountSum);
assign shiftAmount = (normalizeShiftAmountSum < xAlignedExponent) ? normalizeShiftAmountSum : xAlignedExponent - 1;
assign guardBit = overflow ? sum[3] : (shiftAmount != 0) ? ((shiftAmount > 1) ? 1'b0 : sum[1]) : sum[2];
assign roundBit = overflow ? sum[2] : (shiftAmount != 0) ? 1'b0 : sum[1];
assign stickyBit = overflow ? sum[1] | sum[0] : sum[0];
assign roundFlag = guardBit && (normalizedMantissa[0] | roundBit | stickyBit);
assign normalizedMantissa = overflow ? sum[MANTISSA_BITS + 5 - 1 : 4] : (sum[MANTISSA_BITS + 4 - 1 : 1] << shiftAmount) >> 2;
assign tentativeExponent = overflow ? xAlignedExponent + 1 : xAlignedExponent - shiftAmount;
always_comb
begin: handleCases
	if (((xE == infBiasedExponent) && (xM != 0)) ||  ((yE == infBiasedExponent) && (yM != 0)))
	begin: NaN
		zSign = 1'b0; 
		zExponent = infBiasedExponent;	
		zMantissa = {1'b0, nanMantissa};
	end
	else if (xE == infBiasedExponent)  
	begin: xInf
		if ((yE == infBiasedExponent) && (xS != yS))  
		begin: oppositeInf
			zSign = 1'b1; 
			zExponent = infBiasedExponent;	
			zMantissa = {1'b0, nanMantissa};
		end
		else
		begin: xInfRes
			zSign = xS;
			zExponent = infBiasedExponent;
			zMantissa = 0;
		end
	end
	else if (yE == infBiasedExponent)  
	begin: yInf
		zSign = yS;
		zExponent = infBiasedExponent;
		zMantissa = 0;
	end
	else if ((xE == zeroOrDenormBiasedExponent) && (xM == 0) && (yE == zeroOrDenormBiasedExponent) && (yM == 0))  
	begin: xZero_yZero 
		zSign = xS & yS;
		zExponent = zeroOrDenormBiasedExponent;
		zMantissa = 0;
	end
	else if ((xE == zeroOrDenormBiasedExponent) && (xM == 0))  
	begin: xZero
		zSign = yS;
		zExponent = yE;
		zMantissa = {1'b0, yM};	
	end 
	else if ((yE == zeroOrDenormBiasedExponent) && (yM == 0))  
	begin: yZero
		zSign = xS;
		zExponent = xE;
		zMantissa = {1'b0, xM};
	end 
	else  
	begin: denormOrRegularAdd
		if(roundFlag == 1'b1)
		begin: doRounding
			zMantissa = (tentativeExponent != infBiasedExponent) ? normalizedMantissa + 1 : {(MANTISSA_BITS + 1){1'b0}};
			if(normalizedMantissa == {(MANTISSA_BITS + 1){1'b1}})  
			begin: roundingCarry
				if(!(tentativeExponent == maxBiasedExponent || tentativeExponent == infBiasedExponent))  
				begin: roundingExpPlus1
					zExponent = tentativeExponent + 1;
				end
				else
				begin: roundingInf
					zExponent = infBiasedExponent;
				end
			end
			else
			begin: roundingNoCarry
				if((tentativeExponent == minBiasedExponent) && (normalizedMantissa[MANTISSA_BITS + 1 - 1] == 1'b0))  
				begin: roundingDenorm
					zExponent = zeroOrDenormBiasedExponent;
				end
				else
				begin: roundingNumber
					zExponent = tentativeExponent;
				end
			end
		end
		else
		begin: noRounding
			zMantissa = (tentativeExponent != infBiasedExponent) ? normalizedMantissa : {(MANTISSA_BITS + 1){1'b0}};
			if((tentativeExponent == minBiasedExponent) && (normalizedMantissa[MANTISSA_BITS + 1 - 1] == 1'b0))  
			begin: noRoundingDenorm
				zExponent = zeroOrDenormBiasedExponent;	
			end
			else
			begin: noRoundingNumber
				zExponent = tentativeExponent;
			end
		end
		if((tentativeExponent == minBiasedExponent) && (normalizedMantissa == {(MANTISSA_BITS + 1){1'b0}}))  
		begin: zeroSignCorrection
			zSign = 1'b0;
		end
		else
		begin:  nonZeroSign
			zSign = sumSign;
		end
	end
end
endmodule
```

==> summary.txt <==
Reports from this run.

- The worst path meets setup with 7.52 ns of slack.
- The final-report hold violation count reads 0.
- The final non-filler cell total reads 2900.
- The number of antenna-violating nets in the routed design is 0.
- Logged for this run, the post-placement worst setup slack is 7.91 ns.
- The leakage component of the power was reported as 0.00623 uW.
- Setup repair after global routing left no endpoint under its margin.
- Compared with the post-synthesis result, the final layout area differs by 10.9%.
- Summed over all routing layers, the global router reports a total usage of 33.5%.
- The share of cells above drive strength 1 reads 7.01%.
- The transition time of the tightest slew-check pin is 1.03 ns.
- Hold analysis shows the worst path with a depth of 4.
- The number of antenna violations at the first check in global routing reads 0.
- The biggest area consumer among synthesized cells reads sky130_fd_sc_hd__ha_1.
- The layout report lists the combined flip-flop and latch area as 0 um2.
- The number of DRC violations after detailed routing is 0.
- For the final routed database, the setup TNS stands at 0 ns.
- The slowest library cell on the worst path reads sky130_fd_sc_hd__or4_4.
- The OpenROAD report gives the critical path a required time of 36.56 ns.
- The highest clock rate this design can be run at is 0.0262 GHz.
- The delay contributed by the slowest stage of the critical path is 0.67 ns.
- The synthesized instance count reads 2274.
- The buffer_ports step reported a buffer count of 97.
- The number of core rows reads 80.
- The post-synthesis cell count from yosys reads 2274.
- The type of the worst setup path is primary input to output port.
- The placed instance count reads 2899.
- Endpoints with negative setup slack in the final report add up to 0.
- The data arrival time at the worst-slack endpoint is 29.04 ns.
- The initial detailed-routing violation count reads 2618.
- The switching power total is 591 uW.
- The nature of the critical path endpoint is an output port.
- OpenROAD reports that the post-layout worst path occupies 83.6% of the period.
- The number of sequential cells reported for the layout is 0.
- The detailed-placement wirelength estimate is 66900 um.
- Per the run summary, max-cap violations total 0.
- The largest net degree at the start of global routing is 54.
- The most critical setup path has its startpoint at y[27].
- Counting the clock-network buffers in the layout gives 0.
- The first-pass iteration count of the detailed router is 9.
- The startpoint kind of the worst setup timing path is a primary input.
- The number of inserted filler cells in the final layout is 5159.
- The synthesized cell area reads 0.0144 mm2.
- Per the summary, power density relative to cell area is 59.1 mW/mm2.
- The via count of the first global-routing pass reads 17900.
- Max-slew check failures listed in the final report amount to 0.
- For this run, the detailed router reports a per-instance via density of 6.67.
- The warning count from the yosys run is 2.
- After synthesis, the netlist uses 110 different library cells.
- The flow ran to the end, and the final reports show no timing, DRC or antenna violations.
- Once the floorplan was initialized, standard cells occupied 30.4% of the core.
- The synthesized area per cell is 6.35 um2.
- Looking at hold timing, the worst path starts from y[23].
- The post-CTS setup repair buffer count is 0.
- The core occupancy in the finished layout is 33.7%.
- The via count reads 19300.
- The height of the die reads 221 um.
- The wire length of the first global-routing pass reads 122000 um.
- The fraction of power spent switching nets is 62.5%.
- OpenROAD emitted warnings numbering 94.
- The worst pin sits at a relative slew slack of 30.4%.
- Global routing finished with a remaining overflow of 0.
- The horizontal extent of the die is 221 um.
- Hold repair after CTS inserted 0 buffers.
- The weighted congestion at the end of routability-driven global placement is 1.06.
- Looking at the critical path, the highest net fanout was 45.
- The chip area in the Yosys report is 0.0144 mm2.
- The core region is 0.0475 mm2.
- The total length of routed wires is 83400 um.
- The worst hold path terminates at out[23].
- The number of ports placed on the die boundary reads 97.
- The analysis reports a worst IR drop on VDD of 0.0000506 V.
- The floorplan die area reads 0.0490 mm2.
- The number of gates given a new drive strength after cts reads 0.
- Among the stages of the critical path, the cell type that occurs most often is sky130_fd_sc_hd__a21oi_1.
- The wire length per cell is 28.8 um.
- The internal power of the cells is 355 uW.
- The area share of the largest cell type after synthesis is 10.1%.
- STA reports the tightest min-delay check as being of type primary input to output port.
- The main area contributors are sky130_fd_sc_hd__ha_1 10%, sky130_fd_sc_hd__a21oi_1 6.9%, sky130_fd_sc_hd__nor2_1 6.9%.
- The share of the yosys chip area belonging to registers reads 0%.
- For the finished layout, the period the worst path requires is 38.18 ns.
[power by group through the flow]
stage                 Clock, uW  Sequential, uW  Combinational (uW)
after global routing          0               0                1010
after CTS                     0               0                 921
[worst max-delay path by stage]
stage         end  slack [ns]
6_report  out[14]        7.52
5_1_grt   out[14]        6.31
4_1_cts   out[14]        7.89
[layer usage]
layer,global-route usage (%),vias to the layer above,share of wire [%]
met5,0,-,0
met4,14.6,0,5.6
met3,5.95,249,11
met2,49.2,1299,41
met1,47.8,9144,42
li1,-,8647,-
[stage by stage]
step | power (uW) | hold slack [ns] | cell area [um2]
global route | 1010 | 19.56 | 16000
CTS | 921 | 19.54 | 16000
finish | 946 | 19.53 | 16000
detailed placement | 912 | 19.53 | 16000
floorplan | 561 | 18.35 | 14400
global placement | 924 | 19.55 | 16000
[Yosys cell counts, types with 16 or more instances]
library cell               count
sky130_fd_sc_hd__ha_1        117
sky130_fd_sc_hd__mux2_2       18
sky130_fd_sc_hd__o22ai_1      16
sky130_fd_sc_hd__nand2_1     209
sky130_fd_sc_hd__nand3_1      52
sky130_fd_sc_hd__nor2_1      264
sky130_fd_sc_hd__inv_1       135
sky130_fd_sc_hd__a21o_1       32
sky130_fd_sc_hd__mux2i_1      36
sky130_fd_sc_hd__o21bai_1     39
sky130_fd_sc_hd__clkbuf_1    105
sky130_fd_sc_hd__and3_1       24
sky130_fd_sc_hd__xnor2_1      54
sky130_fd_sc_hd__a21oi_1     198
sky130_fd_sc_hd__or3_1        34
sky130_fd_sc_hd__a22oi_1      53
sky130_fd_sc_hd__and2_1       28
sky130_fd_sc_hd__nor2b_1      22
sky130_fd_sc_hd__o21ai_0     126
sky130_fd_sc_hd__nor3_1       76
sky130_fd_sc_hd__a22o_1       23
sky130_fd_sc_hd__a211oi_1     42
sky130_fd_sc_hd__or2_2        17
sky130_fd_sc_hd__nor4_1       35
sky130_fd_sc_hd__o21a_1       26
sky130_fd_sc_hd__xor2_1       17
sky130_fd_sc_hd__nand2b_1     21
sky130_fd_sc_hd__o211ai_1     49
sky130_fd_sc_hd__a31oi_1      29
sky130_fd_sc_hd__nand4_1      40
sky130_fd_sc_hd__buf_2        17
sky130_fd_sc_hd__a222oi_1     16
[critical path, delay by kind of cell]
kind	cells	cell delay, ns
adder cells (fa/ha/maj)	6	2.05
buffers and inverters	9	3.06
XOR/XNOR	2	0.48
AND-OR/OR-AND	27	5.91
AND/OR/NAND/NOR	29	8.29
[cell usage in the layout, fill, tap and decap left out, drive strengths merged, types with 16 or more instances in the layout]
cell,count
a21o,33
nand3,53
ha,117
buf,61
clkdlybuf4s50,97
nand2,210
nor2,265
nand4,42
xnor2,54
mux2i,36
xor2,17
a21oi,201
o31ai,16
nor4,38
or2,19
a22o,23
nand2b,21
and2,28
mux2,19
o22ai,16
o21a,27
a211oi,47
a31oi,31
a221oi,19
nor2b,22
a222oi,16
or3,34
o21bai,39
a22oi,53
inv,138
o211ai,49
nor3,77
and3,24
o21ai,135
[layout make-up]
cell class / count / area [um2] / area share (%)
multi-input cells: 1985 / 13300 / 82.9
inverters: 141 / 529 / 3.31
diodes: 1 / 2.50 / 0.0156
well taps: 615 / 769 / 4.81
repair buffers: 158 / 1430 / 8.93
[cell families (layout without fill, tap and decap cells)]
logic type | count (synthesis) | in the layout | share of synthesized area (%)
other | 0 | 1 | 0
buffers and inverters | 289 | 299 | 8.16
and+or+nand+nor | 872 | 872 | 29.6
adders and majority gates | 121 | 121 | 10.7
muxes | 63 | 63 | 5.23
xor gates and xnor gates | 71 | 71 | 4.31
AOI/OAI and AO/OA | 858 | 858 | 42.0
Power and IR drop assume default switching activity.
