==> design.v <==
module pgOp
(
    input logic g1,
    input logic p1,
    input logic g2,
    input logic p2,
    output logic g,
    output logic p
);
assign g = (g1 & p2) | g2;
assign p = p1 & p2;
endmodule
module fullAdderPGC
(
    input logic cin,
    input logic x,
    input logic y,
    output logic sum,
    output logic g,
    output logic p
);
assign p = x ^ y;
assign g = x & y;
assign sum = p ^ cin;
endmodule
module prefixAddSub
#(parameter M = 32)
(
    input logic sub,
    input logic cin,  
    input logic [M - 1 : 0] x,
    input logic [M - 1 : 0] y,
    output logic [M - 1 : 0] out,
    output logic cout,
    output logic v
);
localparam N_LVLS = $clog2(M);
logic [M - 1 : 0] yn;
logic [M - 1 : 0] sumi;
logic [M - 1 : 0] p_up [0 : N_LVLS];
logic [M - 1 : 0] g_up [0 : N_LVLS];
logic [M - 1 : 0] p_down [1 : N_LVLS];
logic [M - 1 : 0] g_down [1 : N_LVLS];
logic g0, p0;
assign yn = y ^ {(M){sub}};
assign g_down[N_LVLS] = g_up[N_LVLS];
assign p_down[N_LVLS] = p_up[N_LVLS];
fullAdderPGC fa_0_0(.cin(sub | cin), .x(x[0]), .y(yn[0]),
    .sum(sumi[0]), .g(g0), 
.p(p0));
assign g_up[0][0] = g0 | (p0 & (sub | cin));
assign p_up[0][0] = 1'b1;
genvar i, j;
generate
for(i = 1; i < M; i++)
begin: lv_0
    fullAdderPGC fa_0_i(.cin(1'b0), .x(x[i]), .y(yn[i]),
        .sum(sumi[i]), .g(g_up[0][i]), 
    .p(p_up[0][i]));
end
for(i = 1; i <= N_LVLS; i++)
begin: lv_i_up
    for(j = 2**i; j <= M; j = j + 2**i)
    begin: lv_j_up
        pgOp op_i_j_up(
            .g1(g_up[i - 1][j - 1 - 2**(i - 1)]), 
            .p1(p_up[i - 1][j - 1 - 2**(i - 1)]),
            .g2(g_up[i - 1][j - 1]), 
            .p2(p_up[i - 1][j - 1]),
            .g(g_up[i][j - 1]), 
        .p(p_up[i][j - 1]));
    end
    for(j = 0; j < M; j = j + 1)
    begin: lv_i_pass_up
        if (((j + 1) % (2**i)) | (j == 0))
        begin: pass_up_if   
            assign g_up[i][j] = g_up[i - 1][j];
            assign p_up[i][j] = p_up[i - 1][j];
        end
    end
end
for(i = N_LVLS - 1; i > 0; i--)
begin: lv_i_down
    for(j = 2**i; j < M - 2**(i - 1); j = j + 2**i)
    begin: lv_j_down   
        pgOp op_i_j_down(
            .g1(g_down[i + 1][j - 1]), 
            .p1(p_down[i + 1][j - 1]),
            .g2(g_down[i + 1][j - 1 + 2**(i - 1)]), 
            .p2(p_down[i + 1][j - 1 + 2**(i - 1)]),
            .g(g_down[i][j - 1 + 2**(i - 1)]), 
        .p(p_down[i][j - 1 + 2**(i - 1)]));
    end
    for(j = 0; j < M; j = j + 1)
    begin: lv_i_pass_down
        if (!((j >= 2**i) && (j % 2**i == (2**i + 2**(i-1) - 1) % 2**i)))
        begin: pass_down_if   
            assign g_down[i][j] = g_down[i + 1][j];
            assign p_down[i][j] = p_down[i + 1][j];
        end
    end
end
endgenerate
assign cout = g_down[1][M - 1];
assign v = g_down[1][M - 1] ^ g_down[1][M - 2];
assign out[0] = sumi[0];
assign out[M - 1 : 1] = sumi[M - 1 : 1] ^ g_down[1][M - 2 : 0];
endmodule
==> run.sh <==
#!/bin/bash
# OpenROAD 26Q1-2900-gdf79404cd8, Yosys 0.63+post, stock flow scripts
make -C /OpenROAD-flow-scripts/flow DESIGN_CONFIG=/design/flow/config.mk WORK_HOME=/design/flow/orfs finish
==> config.mk <==
export PLATFORM = sky130hd
export DESIGN_NAME = prefixAddSub
export DESIGN_NICKNAME = prefixAddSub
export VERILOG_FILES = /design/flow/design.v
export SDC_FILE = /design/flow/constraint.sdc
export NUM_CORES = 4
export LEC_CHECK = 1
export CORE_UTILIZATION = 30
==> constraint.sdc <==
current_design prefixAddSub

set clk_period 17.9
set clk_io_pct 0.2

create_clock -name clk0 -period $clk_period

set non_clock_inputs [all_inputs -no_clocks]
set_input_delay [expr $clk_period * $clk_io_pct] -clock clk0 $non_clock_inputs
set_output_delay [expr $clk_period * $clk_io_pct] -clock clk0 [all_outputs]
==> results.sh <==
# yosys + openroad results
export IMPL_seqCellArea_um2=0
export IMPL_seq_cell_count=0
export IMPL_critical_path_max_stage_delay_ns=0.46
export IMPL_clkbuf_count=0
export IMPL_synthDistinctLibCells=31
export IMPL_total_power_uw=129
export IMPL_vdd_drop_max_mv=0.0223
export IMPL_cts_hold_buf=0
export IMPL_worst_hold_slack_ns=8.21
export IMPL_avgRoutedWirePerCell_um=10.3
export IMPL_core_mm2=0.00554
export IMPL_top_area_frac=0.216
export IMPL_postCtsSetupRepairBufs=0
export IMPL_yosys_warnings=9
export IMPL_crit_path_frequent_cell="fa_1"
export IMPL_yosys_area_mm2=0.00174
export IMPL_totalWireLength_um=3860
export IMPL_synthesis_area_mm2=0.00174
export IMPL_worst_path_buf_inv=5
export IMPL_fin_crit_sh=0.601
export IMPL_cellLeakagePower_uw=0.00132
export IMPL_viasPerCell=4.48
export IMPL_fin_crit_ns=10.76
export IMPL_rows=27
export IMPL_slew_headroom=0.661
export IMPL_dieArea_mm2=0.00611
export IMPL_setup_viol=0
export IMPL_power_density_mw_per_mm2=46.0
export IMPL_n_antenna_cell=0
export IMPL_area_growth_pct=61.3
export IMPL_hold_viol_final=0
export IMPL_openroad_warnings=32
export IMPL_drc=0
export IMPL_grt_remaining_overflow=0
export IMPL_finalNonFillerCells=374
export IMPL_crit_slowest_cell="fa_1"
export IMPL_io_pins=100
export IMPL_common_cells="inv_1, xor2_1, ha_1"
export IMPL_grt_antenna_before_repair=0
export IMPL_final_util=0.507
export IMPL_placed_cells=374
export IMPL_drtPass1Iterations=4
export IMPL_grt_pass1_wl_um=6730
export IMPL_ctsResizeCount=0
export IMPL_syn_instance_count=206
export IMPL_ys_seq_frac=0
export IMPL_initCoreUtil=0.314
export IMPL_track_usage=0.133
export IMPL_avgSynthCellArea_um2=8.45
export IMPL_grt_max_degree=34
export IMPL_drt_iter0_markers=17
export IMPL_port_buffers=100
export IMPL_ant_nets=0
export IMPL_hp_class="input pin to output port"
export IMPL_critPathRequiredTime_ns=14.32
export IMPL_crit_arrival_ns=7.18
export IMPL_drive_above_1_share=0.0298
export IMPL_yosys_cells=206
export IMPL_hpwl_um=3480
export IMPL_status="complete, no violations"
export IMPL_endpoint_kind="output port"
export IMPL_top_area_cell="ha_1"
export IMPL_final_max_slew_viol_count=0
export IMPL_max_cap_violations=0
export IMPL_criticalPathCategory="input pin to output port"
export IMPL_start_kind="input pin"
export IMPL_worstPathCellList="buf_2 -> buf_4 -> xnor2_1 -> fa_1 -> inv_1 -> fa_1 -> a211o_1 -> a211o_1 -> o211ai_2 -> a21o_4 -> a21boi_2 -> o41ai_2 -> fa_1 -> inv_1 -> clkdlybuf4s50_1"
export IMPL_area_leaders="ha_1, fa_1, xor2_1"
export IMPL_grt_pass1_vias=1618
export IMPL_nFillCells=582
export IMPL_cp_max_fo=33
export IMPL_gp_congestion=0.755
export IMPL_path_delay_family="AND-OR/OR-AND gates"
export IMPL_rsz0062_at_grt="no"
export IMPL_die_x_um=78.2
export IMPL_tightestPinTransition_ns=0.509
export IMPL_tns_ns=0
export IMPL_fmax_mhz=92.9
export IMPL_fp_dieH_um=78.2
export IMPL_dr_total_vias=1677
[cell type report]
class,count,area (um^2),share of cell area
inverter,36,135,0.0481
tap,72,90.1,0.0321
multi-input combinational,165,1580,0.562
timing repair buffer,101,1000,0.357
[per-stage QoR]
step | area (um^2) | worst slack [ns]
after floorplan | 1740 | 7.80
after global placement | 2810 | 7.12
after detailed placement | 2810 | 7.09
after CTS | 2810 | 7.08
after global routing | 2810 | 6.92
final | 2810 | 7.14
[layer usage]
layer	GRT usage	routed length, um
met5	0	0
met4	0.00556	15
met3	0.00945	237
met2	0.237	1800
met1	0.186	1810
[tightest hold or removal path, stage by stage]
cell and delay [ns]:
clkdlybuf4s50_1 0.40, inv_1 0.08, fa_1 0.16, inv_1 0.04, clkdlybuf4s50_1 0.38
[power by group]
part	switching (uW)	leakage [uW]	total [uW]	internal (uW)
clock	0	0	0	0
sequential	0	0	0	0
combinational	45.3	0.00132	129	83.9
[placed cells by master, fill, tap and decap left out, types with 2 or more instances in the layout]
master / synthesis / layout
inv_1: 36 / 36
o21a_1: 5 / 5
o21ai_0: 5 / 5
xnor2_1: 12 / 12
clkdlybuf4s50_1: 0 / 99
nand2_1: 14 / 14
xor2_1: 36 / 36
ha_1: 30 / 30
nor2_1: 7 / 7
a211o_1: 2 / 2
a21oi_1: 13 / 13
a21o_1: 7 / 7
o21bai_1: 2 / 2
fa_1: 17 / 17
[logic make-up (layout without fill, tap and decap cells)]
| logic type | after synthesis | in the layout | synth area share |
|---|---|---|---|
| xor gates and xnor gates | 48 | 48 | 0.242 |
| buffers and inverters | 41 | 137 | 0.0927 |
| adders and majority gates | 47 | 47 | 0.411 |
| AOI/OAI and AO/OA | 44 | 44 | 0.191 |
| and+or+nand+nor | 26 | 26 | 0.0640 |
[final timing paths]
kind,slack (ns),from,end,cells after the start
max,7.14,sub,out[30],15
min,8.21,x[0],out[0],5
Power is estimated from default activity; no workload was simulated.
